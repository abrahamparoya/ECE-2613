==> flow/design.v <==
`timescale 1ns / 1ps
module anode_decoder(
	output logic [3:0] anode,
	input logic [1:0] switch_in
	);
		always @* begin
		case(switch_in[1:0])
			2'b00: anode[3:0] = 4'b1110;  
			2'b01: anode[3:0] = 4'b1101;  
			2'b10: anode[3:0] = 4'b1011;  
			2'b11: anode[3:0] = 4'b0111;  
		endcase
	end
endmodule
`timescale 1ns / 1ps
module svn_seg_decoder(
	output logic [6:0] seg_out,
	input logic [3:0] bcd_in,
	input logic display_on
	);
        always_comb begin
                if(display_on == 0) begin
                        case(bcd_in)
                                4'b0000: seg_out = 7'b1111111; 
                                4'b0001: seg_out = 7'b1111111; 
                                4'b0010: seg_out = 7'b1111111; 
                                4'b0011: seg_out = 7'b1111111; 
                                4'b0100: seg_out = 7'b1111111; 
                                4'b0101: seg_out = 7'b1111111; 
                                4'b0110: seg_out = 7'b1111111; 
                                4'b0111: seg_out = 7'b1111111; 
                                4'b1000: seg_out = 7'b1111111; 
                                4'b1001: seg_out = 7'b1111111; 
                                4'b1010: seg_out = 7'b1111111; 
                                4'b1011: seg_out = 7'b1111111; 
                                4'b1100: seg_out = 7'b1111111; 
                                4'b1101: seg_out = 7'b1111111; 
                                4'b1110: seg_out = 7'b1111111; 
                                4'b1111: seg_out = 7'b1111111; 
                        endcase
                end
                if(display_on == 1) begin
                        case(bcd_in)
                                4'b0000: seg_out = 7'b1000000; 
                                4'b0001: seg_out = 7'b1111001; 
                                4'b0010: seg_out = 7'b0100100; 
                                4'b0011: seg_out = 7'b0110000; 
                                4'b0100: seg_out = 7'b0011001; 
                                4'b0101: seg_out = 7'b0010010; 
                                4'b0110: seg_out = 7'b0000010; 
                                4'b0111: seg_out = 7'b1111000; 
                                4'b1000: seg_out = 7'b0000000; 
                                4'b1001: seg_out = 7'b0010000; 
                                4'b1010: seg_out = 7'b0100000; 
                                4'b1011: seg_out = 7'b0000011; 
                                4'b1100: seg_out = 7'b1000110; 
                                4'b1101: seg_out = 7'b0100001; 
                                4'b1110: seg_out = 7'b0000110; 
                                4'b1111: seg_out = 7'b0001110; 
                        endcase
                end
        end
endmodule
`timescale 1ns / 1ps
module d_counter (output logic [1:0] ms_bits, input logic clk, input logic rst);
    logic [16:0] count, next_count;
    assign ms_bits = count[16:15];
    always @(posedge clk) begin
        count<=next_count;
    end
    always @* begin
        next_count = count + 1;
        if (rst==1'b1) next_count = 0;
    end
endmodule
`timescale 1ns / 1ps
module display_driver( output logic [6:0] cathode, output logic [3:0] anode,
    output logic [1:0] anode_sel,
    input logic [3:0] digit3, input logic [3:0] digit2, input logic [3:0] digit1,
    input logic [3:0] digit0, input logic display_on, input logic rst, input logic clk);
    logic [3:0] bcd_in;  
    always @ (digit0, digit1, digit2, digit3, anode_sel, bcd_in) begin
        case({anode_sel})
        2'b00:
            bcd_in = digit0;
        2'b01:
            bcd_in = digit1;
        2'b10:
            bcd_in = digit2;
        2'b11:
            bcd_in = digit3;
        endcase
    end
    svn_seg_decoder u_sd(.bcd_in(bcd_in),.seg_out(cathode[6:0]),.display_on(display_on));
    anode_decoder u_ad(.switch_in(anode_sel[1:0]), .anode(anode[3:0]));
    d_counter u_dc(.rst(rst), .clk(clk), .ms_bits(anode_sel[1:0]));
endmodule
`timescale 1ns / 1ps
module lab7a_top_io_wrapper(
	output [7:0] led,
	output [6:0] seg,
	output [3:0] an,
	input [2:1] JA,
	input [0:0] btnC,
	input [2:0] sw,
	input clk
	);
	logic q_a, q_b;
	assign led[7:6] = 2'b00;	 
	assign led[2:0] = sw[2:0];	 
	assign led[5:4] = JA[2:1];	 
	assign q_a = sw[2] ? JA[1] : sw[0];
	assign q_b = sw[2] ? JA[2] : sw[1];
	rotation_counter u1 (.cathode(seg), .anode(an), .error(led[3]), .q_a, .q_b, .rst(btnC), .clk);
endmodule
`timescale 1ns / 1ps
module rc_fsm (output logic enable, output logic up_down,
	output logic error, input logic [1:0] quad_ctl,
	input logic rst, input logic clk);
	enum logic [1:0] {HOLD, UP, DOWN, ERROR} state, next_state;
	    always_ff @(posedge clk) begin
        state <= next_state;
    end
    always_comb begin
        next_state = state;
        enable = 0;
        error = 0;
        up_down = 0;
        if(rst == 1'b0) begin
        case(state)
            HOLD: begin  
                enable = 0;
                error = 0;
                case(quad_ctl)
                    2'b00: next_state = HOLD;
                    2'b01: next_state = UP;
                    2'b10: next_state = DOWN;
                    2'b11: next_state = ERROR;
                endcase
            end
            UP: begin  
                enable = 1;
                error = 0;
                up_down = 1;
                case(quad_ctl)
                    2'b00: next_state = HOLD;
                    2'b01: next_state = UP;
                    2'b10: next_state = DOWN;
                    2'b11: next_state = ERROR;
                endcase
            end
            DOWN: begin  
                enable = 1;
                error = 0;
                up_down = 0;
                case(quad_ctl)
                    2'b00: next_state = HOLD;
                    2'b01: next_state = UP;
                    2'b10: next_state = DOWN;
                    2'b11: next_state = ERROR;
                endcase
            end
            ERROR: begin  
                enable = 0;
                error = 1;
            end
        endcase
        end
        if (rst == 1'b1) begin   
            next_state = HOLD;
        end
    end
endmodule
`timescale 1ns / 1ps
module rot_enc_rec (output logic [1:0] quad_ctl, input logic q_a, input logic q_b,
	input logic clk);
	logic sync0_a, sync1_a;	 
	logic sync0_b, sync1_b;	 
	logic q_prev_a, q_now_a;	 
	logic q_prev_b, q_now_b;	 
	always_ff @(posedge clk) begin
		sync0_a <= q_a;	 
		sync0_b <= q_b;
		sync1_a <= sync0_a;	 
		sync1_b <= sync0_b;
		q_now_a <= sync1_a;	 
		q_now_b <= sync1_b;	 
		q_prev_a <= q_now_a;	 
		q_prev_b <= q_now_b;	 
	end
	always_comb begin
		case ({q_prev_a,q_prev_b,q_now_a,q_now_b})
			4'b0000, 4'b0101, 4'b1010, 4'b1111: quad_ctl = 2'b00;
			4'b0001, 4'b0111, 4'b1000, 4'b1110: quad_ctl = 2'b01;
			4'b0010, 4'b0100, 4'b1011, 4'b1101: quad_ctl = 2'b10;
			default: quad_ctl = 2'b11;
		endcase
	end
endmodule
`timescale 1ns / 1ps
module rotation_counter (output logic [6:0] cathode, output logic [3:0] anode,
	output logic error, input logic q_a, q_b, input logic rst, input logic clk);
	logic [3:0] digit3, digit2, digit1, digit0;
	logic enable, up_down;
	logic [1:0] quad_ctl;
	display_driver u_dd (.cathode, .anode, .anode_sel(), .digit3, .digit2, .digit1,
		.digit0, .display_on(1'b1), .rst, .clk);
    up_down_count_dp u_uddp(.enable, .up_down, .rst, .clk, .digit3, .digit2, .digit1, .digit0);
    rc_fsm u_fsm(.quad_ctl, .rst, .clk, .error, .enable, .up_down);
	rot_enc_rec u_rot (.quad_ctl, .q_a, .q_b, .clk);
endmodule
`timescale 1ns / 1ps
module up_down_bcd_counter (output logic [3:0] bcd, output logic carry_out,
	input logic carry_in, input logic up_down, input logic rst, input logic clk);
	logic [3:0] next_bcd;
	always_ff @(posedge clk) begin
		bcd = next_bcd;
	end
 always_comb begin
        next_bcd = bcd;
        if(carry_in == 0) begin
            carry_out = 0;
            next_bcd = bcd;
        end else begin
            if(up_down == 1) begin
                next_bcd = bcd + 1;
                carry_out = 0;
                if(bcd == 4'd9) begin
                    next_bcd = 4'd0;
                    carry_out = 1;
                end
            end else
 begin
                next_bcd = bcd - 1;
                carry_out = 0;
                if(bcd == 4'd0) begin
                    next_bcd = 4'd9;
                    carry_out = 1;
                end
            end
        end
        if(rst == 1) next_bcd = 4'd0;
    end
endmodule
`timescale 1ns / 1ps
module up_down_count_dp (output logic [3:0] digit3, output logic [3:0] digit2,
	output logic [3:0] digit1, output logic [3:0] digit0,
	input logic enable, input logic up_down, input logic rst, input clk);
	logic c_out0, c_out1, c_out2;	 
	up_down_bcd_counter u_bcd0(.up_down(up_down), .carry_in(enable), .rst, .clk, .carry_out(c_out0), .bcd(digit0));
	up_down_bcd_counter u_bcd1(.up_down(up_down), .carry_in(c_out0), .rst, .clk, .carry_out(c_out1), .bcd(digit1)); 
	up_down_bcd_counter u_bcd2(.up_down(up_down), .carry_in(c_out1), .rst, .clk, .carry_out(c_out2), .bcd(digit2));
	up_down_bcd_counter u_bcd3(.up_down(up_down), .carry_in(c_out2), .rst, .clk, .carry_out(), .bcd(digit3));
endmodule
==> flow/run.sh <==
#!/bin/bash
# OpenROAD 26Q1-2900-gdf79404cd8, Yosys 0.63+post, stock flow scripts
make -C /OpenROAD-flow-scripts/flow DESIGN_CONFIG=/design/flow/config.mk WORK_HOME=/design/flow/orfs finish
==> flow/config.mk <==
export PLATFORM = sky130hd
export DESIGN_NAME = lab7a_top_io_wrapper
export DESIGN_NICKNAME = lab7a_top_io_wrapper
export VERILOG_FILES = /design/flow/design.v
export SDC_FILE = /design/flow/constraint.sdc
export NUM_CORES = 4
export LEC_CHECK = 1
export CORE_UTILIZATION = 50
export SYNTH_HDL_FRONTEND = slang
==> flow/constraint.sdc <==
current_design lab7a_top_io_wrapper

set clk_period 5.1
set clk_io_pct 0.2

create_clock -name clk0 -period $clk_period [get_ports {clk}]

set non_clock_inputs [all_inputs -no_clocks]
set_input_delay [expr $clk_period * $clk_io_pct] -clock clk0 $non_clock_inputs
set_output_delay [expr $clk_period * $clk_io_pct] -clock clk0 [all_outputs]
==> flow_summary.yaml <==
# synthesis and place-and-route metrics
run_status:
  status: "finished clean"
global_route:
  overflow: 0
  grt_pass1_vias: 1869
  antenna_found_initial: 0
  grt_pass1_wl_mm: 8.42
  grt.total_usage_pct: 19.7
  grt_max_degree: 26
place:
  post-dp-hpwl_mm: 3.54
  gp_congestion: 0.818
  io_buffers: 23
  dp.cells: 396
setup_path:
  crit_required_ns: 4.08
  cpMaxStageDelayCell: "mux4_2"
  path_max_fanout: 10
  crit_chain: "mux4_2 -> inv_1 -> ha_1 -> nand2b_1 -> nand3_1 -> o21ai_0 -> clkdlybuf4s50_1"
  critical_path_class: "register to output pin"
  endpoint_kind: "output pin"
  max_stage_delay_ns: 0.63
  worstPathArrival_ns: 2.63
  critical_path.top_delay_family: "multiplexers"
  critPathLaunchType: "register"
  worst-path-buf-inv: 2
sta:
  final.period_utilization_pct: 71.5
  tightest_slew_ns: 0.671
  min_period_ns: 3.65
  max_slew_margin_pct: 55.1
  setup_tns_ns: 0
  rsz0062_at_grt: "false"
  hold_viol_final: 0
  skew_ns: 0.00298
  setup_viol: 0
  clock.fmax_ghz: 0.274
  slew_violations: 0
power_and_ir_drop:
  worst_ir_drop_vdd_uv: 208
  power_density_mw_per_mm2: 294
  power_leakage_uw: 0.000982
floorplan:
  core.rowCount: 26
  fp-utilization_pct: 52.1
  die_h_um: 74.9
  io_pins: 26
  die_x_um: 74.9
  core_mm2: 0.00511
  die-area_mm2: 0.00561
hold_path:
  hold_class: "register to register"
logic_synthesis:
  yosys.stat.seqShare_pct: 33.9
  synth-async-reset-ratio_pct: 0
  synthTopCellsByCount: "dfxtp_1, nor2_1, o21ai_0"
  synth.top_cell.area_share_pct: 33.9
  ys_ff: 45
  ys_cells: 333
  synth-simple-area-share_pct: 23.4
  top_cell: "dfxtp_1"
  ys_chip_area_mm2: 0.00266
  ys_sh_mux_pct: 5.46
  synth_area_mm2: 0.00266
  adder_share_pct: 1.88
  top_cells_by_area: "dfxtp_1, o21ai_0, nor2_1"
  syn_avg_cell_area_um2: 7.98
  yosysWarningCount: 0
  edf_count: 0
  synthFlopType: "dfxtp_1"
  synth_top_cell_by_area: "dfxtp_1"
  ys_sh_aoi_pct: 21.0
  xor_area_share_pct: 6.92
  ys_types: 54
  synthCells: 333
  logic_family: "simple AND/OR/NAND/NOR gates"
drt:
  diodes: 0
  drc: 0
  viasPerCell: 5.50
  wl_mm: 5.20
  wl_per_cell_um: 12.9
  drt_iter0_drc: 97
  ant_nets: 0
  vias: 2223
  dr.pass1.iters: 4
cts:
  cts_buffers: 5
  h-tree-depth: 2
  clk_path_buf_depth: 2
  post_cts_buffers: 0
  insertion_delay_ns: 0.29
  cts.sinks: 45
  cts_tree: "yes"
  clk_pin_slew_ns: 0.08
  cts_root_buffer: "clkbuf_8"
  cts.hold.buffers_added: 0
  ctsResizeCount: 0
cells_and_area:
  num-fill-cells: 494
  final_layout_size_suffix_gt1_share_pct: 6.29
  fin_cells: 404
  syn_to_final_growth_pct: 10.7
run:
  log.warning_count: 28
  cap_violations: 0
## cells by family (layout without fill, tap and decap cells)
kind of cell / Yosys count / after routing
compound gates: 87 / 87
xor+xnor: 21 / 21
fa+ha+maj: 4 / 4
buf+inv: 40 / 40
flops: 45 / 45
mux: 9 / 9
other cells: 1 / 2
simple gates: 126 / 126
## area by class of cell
class / count / area, µm² / share of cell area (%)
Multi-Input combinational cell: 249 / 1570 / 53.3
Tap cell: 70 / 87.6 / 2.97
Clock inverter: 1 / 30.0 / 1.02
Clock buffer: 7 / 86.3 / 2.93
Sequential cell: 45 / 901 / 30.6
Timing Repair Buffer: 25 / 245 / 8.33
Inverter: 7 / 26.3 / 0.892
## worst paths after layout
check	slack [ns]	start	endpoint	cells past startpoint
worst max-delay path	1.45	u1.u_dd.u_dc.count[15]$_SDFF_PP0_	seg[1]	7
worst min-delay path	0.33	u1.u_rot.sync0_b$_DFF_P_	u1.u_rot.sync1_b$_DFF_P_	0
worst max register to register	2.66	u1.u_fsm.state[2]$_DFF_P_	u1.u_uddp.u_bcd3.bcd[0]$_SDFFE_PP0P_	5
worst min register to register	0.33	u1.u_rot.sync0_b$_DFF_P_	u1.u_rot.sync1_b$_DFF_P_	0
## flip-flops by register name (all words and copies together), names as in the netlist
register / cells
u1.u_fsm.state: 4
u1.u_rot.quad_ctl: 2
u1.u_uddp.u_bcd3.bcd: 4
u1.u_uddp.u_bcd1.bcd: 4
u1.u_rot.sync1_b: 1
u1.u_rot.q_now_b: 1
u1.u_uddp.u_bcd0.bcd: 4
u1.u_dd.u_dc.count: 17
u1.u_rot.sync0_b: 1
u1.u_rot.q_now_a: 1
u1.u_rot.sync1_a: 1
u1.u_rot.sync0_a: 1
u1.u_uddp.u_bcd2.bcd: 4
## through the flow
stage	worst slack [ns]	util (%)	power, µW	hold WS [ns]	area [µm²]
3_3_place_gp	1.46	55.4	599	0.312	2830
5_1_grt	1.25	57.6	921	0.349	2940
2_1_floorplan	2.40	-	544	0.310	2660
4_1_cts	1.43	57.6	877	0.334	2940
6_report	1.45	57.6	866	0.331	2940
3_5_place_dp	1.40	55.4	600	0.318	2830
## report_power, final
part / switching (µW) / internal (µW) / leakage (µW)
combinational: 81.3 / 93.8 / 0.000556
sequential: 43.2 / 373 / 0.000368
clock: 114 / 160 / 0.0000585
## routing by layer
layer,global-route usage [%],wire [µm]
met1,30.0,2560
met2,30.5,2340
met3,3.53,187
met4,3.98,116
met5,0,0
## cell usage in the layout, fill, tap and decap left out, drive strengths merged, types with 5 or more instances in the layout
cell type / count
a21oi: 16
a311oi: 7
a31oi: 7
clkbuf: 7
clkdlybuf4s50: 23
dfxtp: 45
inv: 7
nand2: 26
nand2b: 10
nand3: 17
nand4: 5
nor2: 36
nor3: 7
o21ai: 36
or3: 6
xnor2: 13
xor2: 8
Power figures rest on the tool's default switching activity, not on a simulated workload.
