==> ./design.v <==
`timescale 1ns / 1ps
module anode_decoder(
	output logic [3:0] anode,
	input logic [1:0] switch_in
	);
		always @* begin
		case(switch_in[1:0])
			2'b00: anode[3:0] = 4'b1110;  
			2'b01: anode[3:0] = 4'b1101;  
			2'b10: anode[3:0] = 4'b1011;  
			2'b11: anode[3:0] = 4'b0111;  
		endcase
	end
endmodule
`timescale 1ns / 1ps
module svn_seg_decoder(
	output logic [6:0] seg_out,
	input logic [3:0] bcd_in,
	input logic display_on
	);
        always_comb begin
                if(display_on == 0) begin
                        case(bcd_in)
                                4'b0000: seg_out = 7'b1111111; 
                                4'b0001: seg_out = 7'b1111111; 
                                4'b0010: seg_out = 7'b1111111; 
                                4'b0011: seg_out = 7'b1111111; 
                                4'b0100: seg_out = 7'b1111111; 
                                4'b0101: seg_out = 7'b1111111; 
                                4'b0110: seg_out = 7'b1111111; 
                                4'b0111: seg_out = 7'b1111111; 
                                4'b1000: seg_out = 7'b1111111; 
                                4'b1001: seg_out = 7'b1111111; 
                                4'b1010: seg_out = 7'b1111111; 
                                4'b1011: seg_out = 7'b1111111; 
                                4'b1100: seg_out = 7'b1111111; 
                                4'b1101: seg_out = 7'b1111111; 
                                4'b1110: seg_out = 7'b1111111; 
                                4'b1111: seg_out = 7'b1111111; 
                        endcase
                end
                if(display_on == 1) begin
                        case(bcd_in)
                                4'b0000: seg_out = 7'b1000000; 
                                4'b0001: seg_out = 7'b1111001; 
                                4'b0010: seg_out = 7'b0100100; 
                                4'b0011: seg_out = 7'b0110000; 
                                4'b0100: seg_out = 7'b0011001; 
                                4'b0101: seg_out = 7'b0010010; 
                                4'b0110: seg_out = 7'b0000010; 
                                4'b0111: seg_out = 7'b1111000; 
                                4'b1000: seg_out = 7'b0000000; 
                                4'b1001: seg_out = 7'b0010000; 
                                4'b1010: seg_out = 7'b0100000; 
                                4'b1011: seg_out = 7'b0000011; 
                                4'b1100: seg_out = 7'b1000110; 
                                4'b1101: seg_out = 7'b0100001; 
                                4'b1110: seg_out = 7'b0000110; 
                                4'b1111: seg_out = 7'b0001110; 
                        endcase
                end
        end
endmodule
`timescale 1ns / 1ps
module d_counter (output logic [1:0] ms_bits, input logic clk, input logic rst);
    logic [16:0] count, next_count;
    assign ms_bits = count[16:15];
    always @(posedge clk) begin
        count<=next_count;
    end
    always @* begin
        next_count = count + 1;
        if (rst==1'b1) next_count = 0;
    end
endmodule
`timescale 1ns / 1ps
module display_driver( output logic [6:0] cathode, output logic [3:0] anode,
    output logic [1:0] anode_sel,
    input logic [3:0] digit3, input logic [3:0] digit2, input logic [3:0] digit1,
    input logic [3:0] digit0, input logic display_on, input logic rst, input logic clk);
    logic [3:0] bcd_in;  
    always @ (digit0, digit1, digit2, digit3, anode_sel, bcd_in) begin
        case({anode_sel})
        2'b00:
            bcd_in = digit0;
        2'b01:
            bcd_in = digit1;
        2'b10:
            bcd_in = digit2;
        2'b11:
            bcd_in = digit3;
        endcase
    end
    svn_seg_decoder u_sd(.bcd_in(bcd_in),.seg_out(cathode[6:0]),.display_on(display_on));
    anode_decoder u_ad(.switch_in(anode_sel[1:0]), .anode(anode[3:0]));
    d_counter u_dc(.rst(rst), .clk(clk), .ms_bits(anode_sel[1:0]));
endmodule
`timescale 1ns / 1ps
module lab6a_top_io_wrapper(
	output [7:0] led,
	output [6:0] seg,
	output [3:0] an,
	output [2:0] JA,
	input [0:0] btnC,
	input [15:0] sw,
	input clk
	);
	assign led = 8'b00000000;	 
	display_driver u1 (.cathode(seg), .anode(an), .anode_sel(JA[1:0]),
		.digit3(sw[15:12]), .digit2(sw[11:8]), .digit1(sw[7:4]),
		.digit0(sw[3:0]), .display_on(1'b1), .rst(btnC[0]), .clk);
endmodule
==> ./run.sh <==
#!/bin/bash
# OpenROAD 26Q1-2900-gdf79404cd8, Yosys 0.63+post, stock flow scripts
make -C /OpenROAD-flow-scripts/flow DESIGN_CONFIG=/design/flow/config.mk WORK_HOME=/design/flow/orfs finish
==> ./config.mk <==
export PLATFORM = sky130hd
export DESIGN_NAME = lab6a_top_io_wrapper
export DESIGN_NICKNAME = lab6a_top_io_wrapper
export VERILOG_FILES = /design/flow/design.v
export SDC_FILE = /design/flow/constraint.sdc
export NUM_CORES = 4
export LEC_CHECK = 1
export CORE_AREA = 10 10 90 90
export DIE_AREA = 0 0 100 100
export SYNTH_HDL_FRONTEND = slang
==> ./constraint.sdc <==
current_design lab6a_top_io_wrapper

set clk_period 4.2
set clk_io_pct 0.2

create_clock -name clk0 -period $clk_period [get_ports {clk}]

set non_clock_inputs [all_inputs -no_clocks]
set_input_delay [expr $clk_period * $clk_io_pct] -clock clk0 $non_clock_inputs
set_output_delay [expr $clk_period * $clk_io_pct] -clock clk0 [all_outputs]
==> run_results.csv <==
group,metric,value,unit
worst_setup_path,critPathCaptureType,"output port",
worst_setup_path,cp_slowest_stage_delay,0.64,ns
floorplan,die.size.y,100,um
synthesis,synth_async_sr_flop_share,0,%
final_timing,post-route-period-util,91.9,%
floorplan,coreArea,6280,um2
drt,routed_wl,2.56,mm
cells_and_area,largest_register_ff_count,17,
drt,drt_first_pass_iters,5,
clocking,cts_sinks,17,
drt,route.detailed.drc,0,
worst_setup_path,timing.setup.critical_path_class,"in -> out",
power,sequentialPowerShare,48.6,%
floorplan,dieWidth,100,um
power,power_per_cell_area,228,nW/um2
hold_path,timing.hold.worst.class,"reg -> reg",
final_timing,number_of_setup_violations_in_the_final_report,0,
floorplan,die_area,10000,um2
final_timing,hold_slack,0.475,ns
power,internal_pwr_total,0.268,mW
grt,antenna_violations_before_repair,0,
synthesis,synth.distinct_cells,38,
cells_and_area,largestRegisters,"u1.u_dc.count x17",
grt,grt_usage,4.80,%
final_timing,min_period,3.86,ns
floorplan,site_row_count,29,
clocking,clk_transition_reported_paths,0.06,ns
grt,grt-ovfl-total,0,
cells_and_area,largest_register,"u1.u_dc.count",
worst_setup_path,cp_common_cell,"clkdlybuf4s50_1",
worst_setup_path,timing.critical_path.max_delay_family,"buffers and inverters",
placed_design,post-dp-hpwl,2.04,mm
cells_and_area,final_common_cell,"clkdlybuf4s50_1",
synthesis,post_synth_instance_area,1140,um2
worst_setup_path,r2r_slack,2.56,ns
cells_and_area,areaGrowthSynthToFinish,31.1,%
final_timing,final.setup_skew,0.00710,ns
worst_setup_path,worst_ep_required_time,3.36,ns
worst_setup_path,timing.critical_path.cells,"clkdlybuf4s50_1, mux4_1, inv_1, ha_1, mux2i_1, a22o_1, clkdlybuf4s50_1",
final_timing,max_slew_margin,59.5,%
synthesis,syn-mean-instance-area,8.86,um2
floorplan,boundaryPins,40,
clocking,clock_tree.root_cell,"clkbuf_8",
clocking,cts_inserted_buffers,3,
drt,vias,948,
final_timing,hold_viol,0,
floorplan,floorplan.initialDensity,18.2,%
drt,wl_per_cell,11.0,um
synthesis,synth_stat.cells,129,
job,max_cap_violations,0,
cells_and_area,mostFrequentLayoutCells,"30 x clkdlybuf4s50_1, 17 x dfxtp_1, 15 x nor2_1",
synthesis,yosys.stat.seqShare,29.8,%
power,pwr-share-clk,34.8,%
drt,starting_drc_count_in_detailed_routing,17,
drt,antenna_cells,0,
synthesis,ys.flops,17,
worst_setup_path,timing.critical_path.arrival,3.02,ns
clocking,postCtsHoldBufs,0,
grt,grt_max_degree,18,
power,swShare,21.7,%
clocking,postCtsResizedCells,0,
clocking,clock_tree.buffer_depth,2,
final_timing,worst_slew_pin_slew,0.606,ns
worst_setup_path,critical-path-slowest-cell,"mux4_1",
final_timing,unrepaired_setup_endpoints_after_global_routing,"false",
placed_design,dp_worst_setup_slack,0.330,ns
power,p_leak,0.526,nW
synthesis,synth-edff-count,0,
drt,drt-vias-per-instance,4.09,
job,warning_count,27,
power,worst_ir_drop_vdd,0.265,mV
clocking,cts_max_level,1,
clocking,worst_skew_pair.late_latency,0.25,ns
final_timing,finalWorstSetupSlack,0.341,ns
final_timing,tns,0,ns
clocking,cts_tree,"built",
power,power.combinational.fraction,16.6,%
placed_design,globalplace.congestion,0.793,
synthesis,dominantRegCellSynth,"dfxtp_1",
clocking,cts_setup_buffers,0,
grt,first_global_vias,932,
grt,wire_length_of_the_first_global_routing_pass,4.15,mm
final_timing,slew_viol_final,0,
placed_design,port-buffer-count,30,
outcome,result_of_the_run,"completed",
synthesis,synthesis.instances,129,
synthesis,yosys.stat.chipArea,1140,um2
final_timing,max_freq,259,MHz
worst_setup_path,timing.critical_path.fanout_max,7,
cells_and_area,drive_above_1_share,6.45,%
drt,ant_nets,0,
power,switching_power,0.0740,mW
synthesis,yosysWarningCount,1,
worst_setup_path,critPathBufInv,3,
worst_setup_path,crit_path_start_kind,"input pin",
-- cell usage after synthesis (3+ instances only) --
library cell / count / area, um2
a21oi_1: 3 / 15.0
a221o_1: 3 / 30.0
and4_1: 3 / 26.3
buf_4: 11 / 82.6
clkbuf_1: 3 / 11.3
dfxtp_1: 17 / 340
ha_1: 4 / 50.1
inv_1: 3 / 11.3
mux4_2: 3 / 67.6
nand2_1: 7 / 26.3
nand2b_1: 3 / 18.8
nand3_1: 7 / 35.0
nand4_1: 3 / 18.8
nor2_1: 15 / 56.3
nor3_1: 3 / 15.0
o21ai_0: 5 / 25.0
xnor2_1: 5 / 43.8
xor2_1: 7 / 61.3
-- power by group through the flow --
stage         registers [mW]  clock network (mW)  logic, mW
CTS                    0.166               0.125     0.0577
global route           0.166               0.129     0.0630
finish                 0.166               0.119     0.0566
-- stage by stage --
step	util, %	total power, mW	std cells	area (um2)
after floorplan	-	0.200	137	1170
after global placement	23.1	0.227	228	1450
after detailed placement	23.1	0.227	228	1450
after CTS	23.9	0.348	232	1500
after global routing	23.9	0.358	232	1500
final	23.9	0.341	232	1500
-- area by class of cell --
| cell class | count | area [um2] |
|---|---|---|
| Clock buffer | 4 | 45.0 |
| Timing Repair Buffer | 30 | 300 |
| Inverter | 3 | 11.3 |
| Sequential cell | 17 | 340 |
| Tap cell | 77 | 96.3 |
| Fill cell | 664 | 4780 |
| Multi-Input combinational cell | 101 | 704 |
-- cell families (layout without fill, tap and decap cells) --
family / count (synthesis) / after routing / synth area share (%)
simple gates: 55 / 55 / 26.1
buf+inv: 19 / 37 / 11.2
flops: 17 / 17 / 29.8
compound gates: 15 / 15 / 8.98
xor+xnor: 12 / 12 / 9.20
mux: 6 / 6 / 10.1
fa+ha+maj: 4 / 4 / 4.38
other cells: 1 / 9 / 0.328
-- routing by layer --
metal	global-route usage, %	vias up	part of all wire [%]
li1	-	485	-
met1	5.75	439	44
met2	8.71	24	49
met3	1.46	0	6.5
met4	0.109	0	0
met5	0	-	0
-- final timing paths --
check / start / to / cells after the start
hold reg to reg: u1.u_dc.count[0]$_SDFF_PP0_ / u1.u_dc.count[0]$_SDFF_PP0_ / 1
setup / recovery: sw[4] / seg[1] / 7
hold / removal: u1.u_dc.count[0]$_SDFF_PP0_ / u1.u_dc.count[0]$_SDFF_PP0_ / 1
setup reg to reg: u1.u_dc.count[2]$_SDFF_PP0_ / u1.u_dc.count[15]$_SDFF_PP0_ / 4
-- worst reg2reg max path, stage by stage (launching register included) --
cell and delay (ns):
dfxtp_1 0.39, nand3_1 0.24, nor3_1 0.33, or3b_2 0.46, a21oi_1 0.14
Power is estimated from default activity; no workload was simulated.
