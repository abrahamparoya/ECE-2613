File: flow/run.sh
#!/bin/bash
# OpenROAD 26Q1-2900-gdf79404cd8, Yosys 0.63+post, stock flow scripts
make -C /OpenROAD-flow-scripts/flow DESIGN_CONFIG=/design/flow/config.mk WORK_HOME=/design/flow/orfs finish
File: flow/design.v
`timescale 1ns / 1ps
module hamming7_4_decode(
	output logic [3:1] bad_bit,
	output logic [4:1] decode,
	input logic [7:1] h_code
	);
	assign decode = {h_code[7], h_code[6], h_code[5], h_code[3]};
	assign bad_bit[3] = h_code[7] ^ h_code[6] ^ h_code[5] ^ h_code[4];
	assign bad_bit[2] = h_code[7] ^ h_code[6] ^ h_code[3] ^ h_code[2];
	assign bad_bit[1] = h_code[7] ^ h_code[5] ^ h_code[3] ^ h_code[1];
endmodule
`timescale 1ns / 1ps
module lab4_decoder(
	output logic [3:0] led,
	output logic [3:0] an,
	output logic [6:0] cathode,
	input logic [6:0] sw
	);
	logic [2:0] bad_bit;
	assign an = 4'b1110;
	svn_seg_decoder u_svn(.bcd_in({1'b0,bad_bit[2:0]}), .display_on(1'b1), .seg_out(cathode[6:0]));
	hamming7_4_decode u_hdcde(.h_code(sw[6:0]), .bad_bit, .decode(led[3:0]));
endmodule
`timescale 1ns / 1ps
module lab4_top_io_wrapper(
	output logic [6:0] seg,
	output logic [3:0] an,
	output logic [3:0] led,
	input logic [6:0] sw
	);
	lab4_decoder u1 (.led(led[3:0]), .an, .cathode(seg), .sw(sw[6:0]));
endmodule
`timescale 1ns / 1ps
module svn_seg_decoder(
	output logic [6:0] seg_out,
	input logic [3:0] bcd_in,
	input logic display_on
	);
        always_comb begin
                if(display_on == 0) begin
                        case(bcd_in)
                                4'b0000: seg_out = 7'b1111111; 
                                4'b0001: seg_out = 7'b1111111; 
                                4'b0010: seg_out = 7'b1111111; 
                                4'b0011: seg_out = 7'b1111111; 
                                4'b0100: seg_out = 7'b1111111; 
                                4'b0101: seg_out = 7'b1111111; 
                                4'b0110: seg_out = 7'b1111111; 
                                4'b0111: seg_out = 7'b1111111; 
                                4'b1000: seg_out = 7'b1111111; 
                                4'b1001: seg_out = 7'b1111111; 
                                4'b1010: seg_out = 7'b1111111; 
                                4'b1011: seg_out = 7'b1111111; 
                                4'b1100: seg_out = 7'b1111111; 
                                4'b1101: seg_out = 7'b1111111; 
                                4'b1110: seg_out = 7'b1111111; 
                                4'b1111: seg_out = 7'b1111111; 
                        endcase
                end
                if(display_on == 1) begin
                        case(bcd_in)
                                4'b0000: seg_out = 7'b1000000; 
                                4'b0001: seg_out = 7'b1111001; 
                                4'b0010: seg_out = 7'b0100100; 
                                4'b0011: seg_out = 7'b0110000; 
                                4'b0100: seg_out = 7'b0011001; 
                                4'b0101: seg_out = 7'b0010010; 
                                4'b0110: seg_out = 7'b0000010; 
                                4'b0111: seg_out = 7'b1111000; 
                                4'b1000: seg_out = 7'b0000000; 
                                4'b1001: seg_out = 7'b0010000; 
                                4'b1010: seg_out = 7'b0100000; 
                                4'b1011: seg_out = 7'b0000011; 
                                4'b1100: seg_out = 7'b1000110; 
                                4'b1101: seg_out = 7'b0100001; 
                                4'b1110: seg_out = 7'b0000110; 
                                4'b1111: seg_out = 7'b0001110; 
                        endcase
                end
        end
endmodule
File: flow/config.mk
export PLATFORM = sky130hd
export DESIGN_NAME = lab4_top_io_wrapper
export DESIGN_NICKNAME = lab4_top_io_wrapper
export VERILOG_FILES = /design/flow/design.v
export SDC_FILE = /design/flow/constraint.sdc
export NUM_CORES = 4
export LEC_CHECK = 1
export CORE_AREA = 10 10 70 70
export DIE_AREA = 0 0 80 80
export SYNTH_HDL_FRONTEND = slang
File: flow/constraint.sdc
current_design lab4_top_io_wrapper

set clk_period 2.0
set clk_io_pct 0.2

create_clock -name clk0 -period $clk_period

set non_clock_inputs [all_inputs -no_clocks]
set_input_delay [expr $clk_period * $clk_io_pct] -clock clk0 $non_clock_inputs
set_output_delay [expr $clk_period * $clk_io_pct] -clock clk0 [all_outputs]
==> reports/results.tsv <==
stage	metric	value	unit
outcome	status	finished, final reports clean	
power	pwr_density_cell	474	nW/um2
logic_synthesis	yosys_warnings	0	
grt	grt_max_degree	5	
sta	finalSetupViolCount	0	
grt	antenna_found_initial	0	
placed_design	routabilityCongestion	0.668	
worst_setup_path	crit_fanout	4	
power	p_leak	0.270	nW
route	diodes	0	
route	vias_per_cell	2.66	
sta	fin_ws	0.0561	ns
logic_synthesis	mux_share	4.15	%
worst_setup_path	crit_slowest_cell	clkdlybuf4s15_1	
worst_hold_path	min_path_type	in2out	
logic_synthesis	yosys.cell_types.count	16	
route	wirelength	896	um
grt	gr-total-overflow	0	
placed_design	hpwl	688	um
logic_synthesis	avgSynthCellArea	7.79	um2
logic_synthesis	netlist_instances	31	
route	dr.pass1.iters	2	
power	totalPowerFinal	0.284	mW
worst_setup_path	end_kind	output pin	
final_layout	clkbuf_count	0	
route	drtAntennaViolNets	0	
sta	maxSlewViolCount	0	
sta	layout_min_cycle_time	1.94	ns
floorplan	std_cell_rows	21	
logic_synthesis	synth.area.top_cells	buf_4, xnor2_1, xnor2_2, xor2_2, ha_1	
placed_design	dp_slack	-0.687	ns
sta	rsz0062_at_grt	true	
final_layout	drive_gt1_share	63.6	%
floorplan	chipWidth	80	um
logic_synthesis	top_logic_kind	XOR/XNOR gates	
floorplan	chipArea	6400	um2
final_layout	seq_cells	0	
grt	grt_usage	2.59	%
logic_synthesis	common_cells	buf_4, xnor2_1	
placed_design	placed_area	464	um2
worst_setup_path	arrival	1.54	ns
route	wl_per_cell	8.87	um
logic_synthesis	synth.top_cell.area_share	24.9	%
final_layout	register_area	0	um2
worst_setup_path	critPathLaunchType	input port	
floorplan	io_pins	22	
logic_synthesis	postSynthSeqShare	0	%
worst_setup_path	critPathRequiredTime	1.60	ns
worst_setup_path	path_class	in2out	
flow_run	drv_cap	0	
worst_setup_path	startpoint	sw[3]	
floorplan	fp.dieH	80	um
worst_setup_path	cp_slowest_stage_delay	0.24	ns
floorplan	core	3420	um2
route	first_iter_violations	1	
final_layout	fillers	398	
worst_setup_path	crit_chain	clkdlybuf4s15_1 > xnor2_4 > xnor2_2 > buf_4 > a21o_1 > dlygate4sd2_1	
flow_run	warnings	33	
sta	fin_crit_sh	97.2	%
final_layout	area_delta_synth_final	148	%
logic_synthesis	synth_top_cell_by_count	buf_4	
placed_design	portBuffers	18	
logic_synthesis	ys_sh_aoi	7.25	%
power	vdd_drop_max	0.140	mV
final_layout	comb_area	293	um2
grt	grt_pass1_vias	306	
logic_synthesis	ys_cells	31	
final_layout	fin_area	598	um2
floorplan	fp_util	7.07	%
final_layout	instances_no_fill	101	
logic_synthesis	ys_sh_adder	5.18	%
logic_synthesis	yosysTopAreaCell	buf_4	
logic_synthesis	synth_area	241	um2
logic_synthesis	simple_gate_share	11.9	%
sta	max_freq	0.514	GHz
grt	grt_first_pass_wirelength	1.36	mm
sta	hold_viol_final	0	
worst_hold_path	hold_path.startpoint	sw[2]	
placed_design	placed_cells	94	
route	drc	0	
logic_synthesis	yosys_area	241	um2
route	num_vias	269	
logic_synthesis	xor_share	42.0	%
-- worst max-delay path, delay by kind of cell --
family / cells / cell delay [ns]
buf+inv: 3 / 0.63
compound gates: 1 / 0.17
xor+xnor: 2 / 0.34
-- stage by stage --
step	hold slack, ns	util (%)	TNS, ns
2_1_floorplan	0.866	-	0
3_3_place_gp	1.70	13.6	-4.50
3_5_place_dp	1.70	13.6	-4.59
4_1_cts	1.34	15.5	0
5_1_grt	1.33	17.5	-0.0292
6_report	1.31	17.5	0
-- worst paths after layout --
kind                 end  slack (ns)  cells after the start
hold / removal    led[0]        1.31                      2
setup / recovery  seg[4]        0.06                      6
-- per-layer routing --
layer | vias to the layer above | routed length (um) | GRT usage [%] | part of all wire (%)
li1 | 132 | - | - | -
met1 | 124 | 363 | 3.26 | 41
met2 | 13 | 446 | 4.41 | 50
met3 | 0 | 86 | 0.909 | 9.6
met4 | 0 | 0 | 0 | 0
met5 | - | 0 | 0 | 0
-- area by class of cell --
cell class,count,share of cell area (%)
inverter,1,0.628
timing repair buffer,30,40.8
multi-input combinational,24,49.0
tap,46,9.62
-- where the power goes --
| group | switching, mW | internal, mW |
|---|---|---|
| combinational | 0.107 | 0.176 |
| sequential | 0 | 0 |
| clock | 0 | 0 |
| total | 0.107 | 0.176 |
-- kinds of logic (layout without fill, tap and decap cells) --
| family | Yosys count | after routing |
|---|---|---|
| AOI/OAI and AO/OA | 3 | 3 |
| adders and majority gates | 1 | 1 |
| other | 2 | 4 |
| xor gates and xnor gates | 9 | 9 |
| buffers and inverters | 9 | 31 |
| and+or+nand+nor | 6 | 6 |
| muxes | 1 | 1 |
-- layout by cell type, fill, tap and decap left out, drive strengths merged --
master	count
buf	21
xnor2	7
conb	4
clkdlybuf4s50	4
clkbuf	3
nor2	2
o21ai	2
xor2	2
nand2	1
inv	1
a21o	1
nand2b	1
mux2i	1
nor3	1
and2	1
ha	1
clkdlybuf4s15	1
dlygate4sd2	1
-- repair_timing --
item	in CTS	in global routing
resized	48	20
endpoints found under the setup margin	7	7
pin swaps	9	8
hold buffers	0	0
setup buffers	7	0
No activity file was given, so power comes from the tool's default toggle rates.
